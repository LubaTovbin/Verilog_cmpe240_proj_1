## /design/flow/config.mk

```make
export PLATFORM = sky130hd
export DESIGN_NAME = Top_Proj_1
export DESIGN_NICKNAME = Top_Proj_1
export VERILOG_FILES = /design/flow/design.v
export SDC_FILE = /design/flow/constraint.sdc
export NUM_CORES = 4
export LEC_CHECK = 1
export CORE_UTILIZATION = 50
```

## /design/flow/design.v

```verilog
module Comparator (
output           Sign,
input      [7:0] Data1,
input      [7:0] Data2
);
wire [7:0] Sub;
assign Sub = Data1 - Data2;
assign Sign = Sub[7];
endmodule
module Controller (
output IncA ,
output IncB ,
output WEA  ,
output WEB  ,
input  Reset,
input  clk
);
reg [4:0] cntr;
always @(posedge clk or posedge Reset)
begin
	if (Reset) 
		cntr <= 5'b00000;
	else if (cntr == 5'b11000)
		cntr <= 5'b00000;
		else
		cntr <= cntr + 1;
end
assign  WEA = (cntr == 1 || cntr == 2 || cntr == 3 || cntr == 4 || cntr == 5 || cntr == 6 || cntr == 7 || cntr == 8) ? 1:0;
assign  IncA = cntr[4]^( cntr[3]|cntr[2]|cntr[1]|cntr[0] );
assign  WEB = (cntr == 11 || cntr == 13 || cntr == 15 || cntr == 17) ? 1:0;
assign  IncB = (cntr == 12 || cntr == 14 || cntr == 16 || cntr == 18 || cntr == 21 || cntr == 22 || cntr == 23 || cntr == 24) ? 1:0;
endmodule 
module CounterA (
output reg [2:0] AddrA,
input            IncA,
input            Reset,
input            clk
);
always @(posedge clk or posedge Reset)
begin
	if (Reset)
		 AddrA <= 3'b000;
	else if (IncA)
		 AddrA <= AddrA + 1;
end
endmodule 
module CounterB (
output reg [1:0] AddrB,
input            IncB ,
input            Reset,
input            clk
);
always @(posedge clk or posedge Reset)
begin
	if (Reset)
		 AddrB <= 2'b00;
	else if (IncB)
		 AddrB <= AddrB + 1;
end
endmodule 
module MemoryA (
output reg [7:0] DataOutA,
input      [2:0] AddrA   ,
input      [7:0] DataInA ,
input      WEA
);
	reg [7:0] RAM_A [0:7];
	always @(WEA, AddrA, DataInA)
	begin
		if (WEA)
			RAM_A[AddrA] = DataInA;
		else
			DataOutA = RAM_A[AddrA];
	end
endmodule 
module MemoryB (
output reg [7:0] DataOutB,
input      [1:0] AddrB   ,
input      [7:0] DataInB ,
input      WEB
);
	reg [7:0] RAM_B [0:3];
	always @(*)
	begin
		if (WEB)
			RAM_B[AddrB] = DataInB;
		else
			DataOutB = RAM_B[AddrB];
	end
endmodule 
module Top_Proj_1 (
		output [7:0] RAM_B_DATA_OUT,
		input  [7:0] RAM_A_DATA_IN ,
		input        RESET,
		input        CLK
		);
	wire [2:0] AddrA;
	wire [1:0] AddrB;
	wire [7:0] DOut1;
	reg  [7:0] DOut2;
	wire       IncA;
	wire       IncB;
	wire       WEA;
	wire       WEB;
	wire       Sign;
	wire [7:0] ADDOut;  
	wire [7:0] SUBOut;
	wire [7:0] DataInB;
	assign ADDOut = DOut1 + DOut2;
	assign SUBOut = DOut1 - DOut2;
	assign DataInB = (Sign) ? ADDOut : SUBOut;	
	always @(posedge CLK)
	begin
		 DOut2 <= DOut1;
	end
	Controller Controller_inst(
			.IncA  (IncA ),
			.IncB  (IncB ), 
			.WEA   (WEA  ),  
			.WEB   (WEB  ),  
			.Reset (RESET),
			.clk   (CLK  )		
		);
	CounterA CounterA_inst(
			.AddrA (AddrA),
			.IncA  (IncA ),
			.Reset (RESET),
			.clk   (CLK  )
		);
	MemoryA MemoryA_inst(
			.DataOutA (DOut1  ),
			.AddrA    (AddrA  ),
			.DataInA  (RAM_A_DATA_IN),
			.WEA      (WEA    )
		);  
	Comparator Comparator_inst(
			.Sign  (Sign ),
			.Data1 (DOut1),
			.Data2 (DOut2)
		);
	CounterB CounterB_inst(
		.AddrB (AddrB),
		.IncB  (IncB ),
		.Reset (RESET),
		.clk   (CLK  )
	);
	MemoryB MemoryB_inst(
			.DataOutB (RAM_B_DATA_OUT),
			.AddrB    (AddrB         ),
			.DataInB  (DataInB       ),
			.WEB      (WEB           )
		);  
endmodule
```

## /design/flow/constraint.sdc

```tcl
current_design Top_Proj_1

set clk_period 2.0
set clk_io_pct 0.2

create_clock -name clk0 -period $clk_period [get_ports {CLK}]

set non_clock_inputs [all_inputs -no_clocks]
set_input_delay [expr $clk_period * $clk_io_pct] -clock clk0 $non_clock_inputs
set_output_delay [expr $clk_period * $clk_io_pct] -clock clk0 [all_outputs]
```

## /design/flow/run.sh

```bash
#!/bin/bash
# OpenROAD 26Q1-2900-gdf79404cd8, Yosys 0.63+post, stock flow scripts
make -C /OpenROAD-flow-scripts/flow DESIGN_CONFIG=/design/flow/config.mk WORK_HOME=/design/flow/orfs finish
```

==> Slide: Implementation Results <==
Synthesis and Place & Route Summary

Global routing
  – First-pass GRT wire length: 13700 um
  – Grt total ovfl: 0
  – Number of global-route vias before repair: 2792
  – Largest net degree at the start of global routing: 19
  – Initial antenna violation count: 0
  – GRT Overall Usage: 20.5%

Finish
  – Fill count: 706
  – P&R area growth vs syn: 6.29%
  – Final Non-Filler Cells: 524
  – Fraction of layout cells with a size suffix above 1: 6.64%

Setup path
  – Worst path cell trace: ha_1 > o21ai_0 > o22ai_1 > a22oi_1 > mux2_2
  – Worst reg2reg setup slack: 240 ps
  – CP bufs+invs: 0
  – Slowest cell on the critical path: dfrtp_1
  – Critical path data arrival time: 1900 ps
  – Worst Setup Start Kind: flip-flop
  – Critical path class: flip-flop to flip-flop
  – Reg2reg path depth: 5
  – Max FO, Critical Path: 6
  – Worst Path Required: 2140 ps
  – Reg-to-reg startpoint: Controller_inst.cntr[0]$_DFF_PP0_
  – Reg2reg end: CounterB_inst.AddrB[1]$_DFFE_PP0P_
  – Critical path's top delay family: AND-OR/OR-AND gates
  – Endpoint type of the worst setup path: flip-flop
  – Worst path max stage delay: 440 ps

Die
  – Die area: 8690 um2
  – Core area: 7890 um2
  – Die Span Y: 93.2 um
  – Die Width: 93.2 um
  – I/O pins: 18
  – # rows: 32
  – Pre-Place Util: 52.7%

Clocking
  – Clk root buf: clkbuf_8
  – Worst-Skew Late Latency: 250 ps
  – Post_cts resized: 0
  – Total CTS buffers: 3
  – CTS clk-pin slew, worst paths: 70 ps
  – CTS Hold Bufs: 0
  – Setup Fix Bufs, Post-CTS: 0
  – CTS tree: yes
  – Max Buffers Root-to-Sink: 2
  – H-tree levels: 1

Place
  – Post-DP HPWL: 5840 um
  – RePlAce Congestion: 0.883
  – Placed Cells: 520
  – IO buf count: 17

STA
  – # setup viols final: 0
  – Count of unclocked register or latch pins: 112
  – Max Clock Skew: 1.74 ps
  – Fin. Hold Viols: 0
  – Setup TNS: 0 ps
  – RSZ-0062 raised after global routing: no
  – Max Clock Freq: 568 MHz
  – Relative slew margins: 42.4%
  – Cycle use final: 88.0%
  – Post-layout min period: 1760 ps
  – Endpoints left unconstrained: 128
  – Final tally of max-slew violations: 0
  – Worst-margin pin slew: 864 ps

Synth
  – Post-synth EDFFs: 0
  – Top cells by area: dlxtn_1 37%, ha_1 9.0%, dfrtp_1 6.0%, a222oi_1 4.3%, dfxtp_1 3.8%
  – Asr flop ratio synth: 7.69%
  – Syn Inst Count: 417
  – Chip Area, Yosys: 4160 um2
  – Area leader, netlist: dlxtn_1
  – YS warnings: 8
  – Yosys cell types: 58
  – Yosys stat cell total: 417
  – Synthesized cell area: 4160 um2
  – Registers, synthesis: 130
  – Ys flop type: dlxtn_1
  – Avg Cell Area, Syn: 9.98 um2
  – Synth cell count leaders: 104 x dlxtn_1, 34 x inv_1, 30 x ha_1
  – Top-area cell share: 37.5%
  – Dominant cell by count in the synthesized netlist: dlxtn_1

Run
  – Tool warnings: 43
  – Max-cap viol count: 0

Outcome
  – Status: complete, no violations

Drt
  – Post-route ant nets: 0
  – Residual DRC count: 0
  – First drt pass iteration count: 5
  – Initial DRC Count: 97
  – Via count: 2919
  – Avg Vias per Cell: 5.57
  – Final WL: 7990 um
  – Diodes inserted: 0
  – Avg WL per Cell: 15.3 um

Power and ir drop
  – Cell Pwr Density: 174 nW/um2
  – Leak Pwr: 0.00205 uW
  – IR drop worst, VDD: 159 uV

Hold path
  – Tightest Hold Check Type: primary input to asynchronous set/reset pin
-- logic make-up (layout without fill, tap and decap cells) --
logic type / Yosys count / in the layout / share of synthesized area [%]
xor gates and xnor gates: 6 / 6 / 1.44
adders and majority gates: 32 / 32 / 9.99
buffers and inverters: 55 / 60 / 5.83
DFF: 18 / 18 / 9.86
latches: 112 / 112 / 40.4
AOI/OAI and AO/OA: 94 / 94 / 18.4
and+or+nand+nor: 82 / 82 / 9.44
muxes: 18 / 18 / 4.63
-- worst reg2reg max path: stages, from the launching register on --
cell     delay, ps
dfrtp_1        440
ha_1           280
o21ai_0        160
o22ai_1         90
a22oi_1        310
mux2_2         370
-- where the power goes --
group          switching (uW)  internal, uW  total, uW
sequential               15.4           444        459
combinational            24.7          27.9       52.6
clock                     121           136        257
-- per-layer routing --
| layer | up-vias | routed length [um] | GRT usage [%] |
|---|---|---|---|
| li1 | 1492 | - | - |
| met1 | 1374 | 3820 | 32.1 |
| met2 | 49 | 3840 | 33.4 |
| met3 | 4 | 243 | 1.82 |
| met4 | 0 | 91 | 2.82 |
| met5 | - | 0 | 0 |
-- cell type report --
cell class                 count  area (um2)  area share [%]
clock buffer                   3        41.3           0.934
clock inverter                 1        3.75          0.0849
inverter                      35         131            2.97
multi-input combinational    232        1830            41.3
sequential                   130        2090            47.3
tap                          102         128            2.89
timing repair buffer          21         200            4.53
-- metrics by stage --
stage | power [uW] | hold slack [ps] | setup slack, ps | utilization (%) | area [um2]
floorplan | 484 | 240 | 376 | - | 4160
finish | 769 | 429 | 239 | 56.1 | 4420
CTS | 784 | 444 | 240 | 56.1 | 4420
global route | 816 | 466 | 133 | 56.1 | 4420
detailed placement | 520 | 524 | 251 | 55.5 | 4380
global placement | 518 | 522 | 299 | 55.5 | 4380
-- registers in the layout, indices dropped and copies added (netlist names) --
name,flops
MemoryA_inst.RAM_A,64
MemoryB_inst.RAM_B,32
DOut2,8
MemoryA_inst.DataOutA,8
MemoryB_inst.DataOutB,8
Controller_inst.cntr,5
CounterA_inst.AddrA,3
CounterB_inst.AddrB,2
-- worst max-delay path by stage --
| stage | start | to | slack, ps | depth (start not counted) |
|---|---|---|---|---|
| CTS | Controller_inst.cntr[0]$_DFF_PP0_ | CounterB_inst.AddrB[1]$_DFFE_PP0P_ | 240 | 5 |
| global route | Controller_inst.cntr[0]$_DFF_PP0_ | CounterB_inst.AddrB[1]$_DFFE_PP0P_ | 130 | 6 |
| finish | Controller_inst.cntr[0]$_DFF_PP0_ | CounterB_inst.AddrB[1]$_DFFE_PP0P_ | 240 | 5 |
-- cell usage in the layout, fill, tap and decap left out, types with 5 or more instances in the layout --
cell,count
nor2_1,16
a222oi_1,18
dlxtp_1,8
nor3_1,9
dlxtn_1,104
nand3_1,8
dfxtp_1,8
mux2i_1,8
a211oi_1,5
ha_1,30
nand2_1,27
mux2_2,10
o21ai_0,13
clkdlybuf4s50_1,17
inv_1,34
dfrtp_1,10
nor2b_1,6
a21oi_1,11
a21o_1,6
a221oi_1,8
Power and IR drop assume default switching activity.
